`flow/config.mk`:
```
export PLATFORM = sky130hd
export DESIGN_NAME = dive2d
export DESIGN_NICKNAME = dive2d
export VERILOG_FILES = /design/flow/design.v
export SDC_FILE = /design/flow/constraint.sdc
export NUM_CORES = 4
export LEC_CHECK = 1
export CORE_UTILIZATION = 40
```
`flow/constraint.sdc`:
```
current_design dive2d

set clk_period 133.1
set clk_io_pct 0.2

create_clock -name clk0 -period $clk_period [get_ports {i_clk}]

set non_clock_inputs [all_inputs -no_clocks]
set_input_delay [expr $clk_period * $clk_io_pct] -clock clk0 $non_clock_inputs
set_output_delay [expr $clk_period * $clk_io_pct] -clock clk0 [all_outputs]
```
`flow/design.v`:
```
module dive2d (i_clk, i_reset, i_datax, i_datay, i_start, o_read, o_data, o_address, o_valid, o_bussy);
  parameter WIDTH = 32, ADD_W = 12;
  localparam l = 6;  
  localparam BANKW = 32*64;  
  input  wire                      i_clk;
  input  wire                      i_reset;
  input  wire signed [(WIDTH-1):0] i_datax;
  input  wire signed [(WIDTH-1):0] i_datay;
  input  wire                      i_start;
  output wire                      o_read;
  output wire signed [(WIDTH-1):0] o_data;
  output wire signed [(ADD_W-1):0] o_address;
  output wire                      o_valid;
  output wire                      o_bussy;
  reg  signed [(WIDTH-1):0] r_datax;  
  reg  signed [(WIDTH-1):0] r_datay;  
  reg  signed [(WIDTH-1):0] r_outx;  
  reg  signed [(WIDTH-1):0] r_outy;  
  reg  signed [(WIDTH-1):0] r_DyOp1;  
  reg  signed [(WIDTH-1):0] r_DyOp2;  
  reg  signed [(WIDTH-1):0] r_DyOp0;  
  reg  signed [(WIDTH-1):0] r_DxOp1;  
  wire signed [(WIDTH-1):0] r_OutFIFO;  
  reg         [(BANKW-1):0] Bank_y;  
  reg         [(BANKW-1):0] Bank_x;  
  reg         [64:0]        Bank_valid;  
  reg         [ADD_W:0]     counter;
  reg         [(ADD_W-1):0] w_address;
  reg         [(l-1):0]     column_counter;
  reg         [(l-1):0]     fifo_counter;
  reg                       counter_en;
  reg                       r_maxcolum;
  reg                       column_en;
  reg                       r_Valid;
  reg                       DyOp1_en;
  reg                       DyOp2_en;
  reg                       DxOp1_en;
  reg                       datay_en;
  reg                       datax_en;
  wire                      FIFO_wr;
  reg                       FIFO_rd;
  reg                       save_Op0;  
  reg                       r_bussy;
  wire                      full_FIFO;
  wire signed [(WIDTH-1):0] w_op1;  
  initial counter        = 0;
  initial fifo_counter   = 0;
  initial column_counter = 0;
  always @ (posedge i_clk) begin
    if(DyOp1_en)
      r_DyOp1 <= i_datay;
  end
  always @ (posedge i_clk) begin
    if(DxOp1_en)
      r_DxOp1 <= i_datax;
  end
  always @ (posedge i_clk) begin
    if(&column_counter|save_Op0)  
      r_DyOp0 <= r_DyOp1;
  end
  always @ (posedge i_clk) begin
    if(DyOp2_en)
      r_DyOp2 <= r_DyOp1;
  end
 assign FIFO_wr = DyOp2_en;
  fifo  #(.WIDTH(WIDTH), .M_WIDTH(l))
          f0(i_clk, FIFO_wr, r_DxOp1, FIFO_rd,  r_OutFIFO);
  assign w_op1 = (&column_counter) ? r_DyOp0 : r_DyOp1;  
  always @ (posedge i_clk) begin
    if(datay_en)
      r_datay <= r_DyOp2 - w_op1;
  end
  always @ (posedge i_clk) begin
    if(datax_en)
      r_datax <= r_OutFIFO-r_DxOp1;
  end
  always @ (posedge i_clk) begin
    Bank_y     <= {Bank_y[(63*WIDTH)-1:0],r_datay};
    Bank_x     <= {Bank_x[(63*WIDTH)-1:0],r_datax};
    Bank_valid <= {Bank_valid[63:0],datax_en};
  end
  always @ (posedge i_clk) begin
    r_outx <= Bank_x[(BANKW-1):BANKW-WIDTH];
  end
  always @ (posedge i_clk) begin
    r_maxcolum <= &(column_counter);
  end
  always @ (posedge i_clk) begin
    if (r_maxcolum)
      r_outy <= r_datay;
    else  
      r_outy <= Bank_y[(BANKW-1):BANKW-WIDTH];
  end
  always @ (posedge i_clk) begin
    if(r_Valid)
      w_address <= w_address+1;
  end
  always @ (posedge i_clk) begin
    if (counter_en) begin
      counter <= counter+1;
    end
  end
  always @ (posedge i_clk) begin
    if (column_en) begin
      column_counter <= column_counter+1;
    end
  end
  always @ (posedge i_clk) begin
    if (DxOp1_en) begin
      fifo_counter <= fifo_counter+1;
    end
  end
  assign full_FIFO = &fifo_counter;  
  localparam IDLE  = 4'b0000;  
  localparam S1    = 4'b0001;  
  localparam S2    = 4'b0010;  
  localparam S3    = 4'b0011;  
  localparam S4    = 4'b0100;  
  localparam S5    = 4'b0101;  
  localparam S6    = 4'b0110;  
  localparam S7    = 4'b0111;  
  localparam S8    = 4'b1000;  
  localparam S9    = 4'b1001;  
  localparam S10   = 4'b1010;  
  localparam S11   = 4'b1011;  
  localparam S12   = 4'b1100;  
  reg [3:0] state = IDLE;
  always @(posedge i_clk)
    if (i_reset) begin
      state <= IDLE;
    end
    else
      case (state)
        IDLE : begin
          if (i_start)
            state <= S1;
          else
            state <= IDLE;
        end
        S1 : begin
            state <= S2;
        end
        S2 : begin
            state <= S3;
        end
        S3 : begin
          state <= S4;
        end
        S4 : begin
          if (full_FIFO)
            state <= S5;
          else
            state <= S4;
        end
        S5 : begin
          state <= S6;
        end
        S6 : begin
          state <= S7;
        end
        S7 : begin
          if (counter[ADD_W])
            state <= S8;
          else
            state <= S7;
        end
        S8 : begin
          state <= S9;
        end
        S9 : begin
          state <= S10;
        end
        S10 : begin
          if (&fifo_counter)
            state <= S11;
          else
            state <= S10;
        end
        S11 : begin
          state <= S12;
        end
        S12 : begin
          state <= IDLE;
        end
        default : begin   
          state <= IDLE;
        end
      endcase
  always @(*)
    case (state)
      IDLE : begin
        r_bussy    <= 1'b0;
        counter_en <= 1'b0;
        column_en  <= 1'b0;
        DyOp1_en   <= 1'b0;
        DxOp1_en   <= 1'b0;
        DxOp1_en   <= 1'b0;
        save_Op0   <= 1'b0;
        DyOp2_en   <= 1'b0;
        datay_en   <= 1'b0;
        datax_en   <= 1'b0;
        FIFO_rd    <= 1'b0;
      end
      S1 : begin
        r_bussy    <= 1'b1;
        counter_en <= 1'b1;
        column_en  <= 1'b0;
        DyOp1_en   <= 1'b0;
        DxOp1_en   <= 1'b0;
        save_Op0   <= 1'b0;
        DyOp2_en   <= 1'b0;
        datay_en   <= 1'b0;
        datax_en   <= 1'b0;
        FIFO_rd    <= 1'b0;
      end
      S2 : begin
        r_bussy    <= 1'b1;
        counter_en <= 1'b1;
        column_en  <= 1'b0;
        DyOp1_en   <= 1'b1;
        DxOp1_en   <= 1'b1;
        save_Op0   <= 1'b0;
        DyOp2_en   <= 1'b0;
        datay_en   <= 1'b0;
        datax_en   <= 1'b0;
        FIFO_rd    <= 1'b0;
      end
      S3 : begin
        r_bussy    <= 1'b1;
        counter_en <= 1'b1;
        column_en  <= 1'b0;
        DyOp1_en   <= 1'b1;
        DxOp1_en   <= 1'b1;
        save_Op0   <= 1'b1;
        DyOp2_en   <= 1'b1;
        datay_en   <= 1'b0;
        datax_en   <= 1'b0;
        FIFO_rd    <= 1'b0;
      end
      S4 : begin
        r_bussy    <= 1'b1;
        counter_en <= 1'b1;
        column_en  <= 1'b1;
        DyOp1_en   <= 1'b1;
        DxOp1_en   <= 1'b1;
        save_Op0   <= 1'b0;
        DyOp2_en   <= 1'b1;
        datay_en   <= 1'b1;
        datax_en   <= 1'b0;
        FIFO_rd    <= 1'b0;
      end
      S5 : begin
        r_bussy    <= 1'b1;
        counter_en <= 1'b1;
        column_en  <= 1'b1;
        DyOp1_en   <= 1'b1;
        DxOp1_en   <= 1'b1;
        save_Op0   <= 1'b0;
        DyOp2_en   <= 1'b1;
        datay_en   <= 1'b1;
        datax_en   <= 1'b0;
        FIFO_rd    <= 1'b1;
      end
      S6 : begin
        r_bussy    <= 1'b1;
        counter_en <= 1'b1;
        column_en  <= 1'b1;
        DyOp1_en   <= 1'b1;
        DxOp1_en   <= 1'b1;
        save_Op0   <= 1'b0;
        DyOp2_en   <= 1'b1;
        datay_en   <= 1'b1;
        datax_en   <= 1'b1;
        FIFO_rd    <= 1'b1;
      end
      S7 : begin
        r_bussy    <= 1'b1;
        counter_en <= 1'b1;
        column_en  <= 1'b1;
        DyOp1_en   <= 1'b1;
        DxOp1_en   <= 1'b1;
        save_Op0   <= 1'b0;
        DyOp2_en   <= 1'b1;
        datay_en   <= 1'b1;
        datax_en   <= 1'b1;
        FIFO_rd    <= 1'b1;
      end
      S8 : begin
        r_bussy    <= 1'b1;
        counter_en <= 1'b1;
        column_en  <= 1'b1;
        DyOp1_en   <= 1'b1;
        DxOp1_en   <= 1'b1;
        save_Op0   <= 1'b0;
        DyOp2_en   <= 1'b1;
        datay_en   <= 1'b1;
        datax_en   <= 1'b1;
        FIFO_rd    <= 1'b1;
      end
      S9 : begin
        r_bussy    <= 1'b1;
        counter_en <= 1'b1;
        column_en  <= 1'b1;
        DyOp1_en   <= 1'b1;
        DxOp1_en   <= 1'b1;
        save_Op0   <= 1'b0;
        DyOp2_en   <= 1'b1;
        datay_en   <= 1'b1;
        datax_en   <= 1'b1;
        FIFO_rd    <= 1'b1;
      end
      S10 : begin
        r_bussy    <= 1'b1;
        counter_en <= 1'b1;
        column_en  <= 1'b1;
        DyOp1_en   <= 1'b1;
        DxOp1_en   <= 1'b1;
        save_Op0   <= 1'b0;
        DyOp2_en   <= 1'b1;
        datay_en   <= 1'b1;
        datax_en   <= 1'b1;
        FIFO_rd    <= 1'b1;
      end
      S11 : begin
        r_bussy    <= 1'b1;
        counter_en <= 1'b0;
        column_en  <= 1'b1;
        DyOp1_en   <= 1'b0;
        DxOp1_en   <= 1'b0;
        save_Op0   <= 1'b0;
        DyOp2_en   <= 1'b1;
        datay_en   <= 1'b1;
        datax_en   <= 1'b1;
        FIFO_rd    <= 1'b1;
      end
      S12 : begin
        r_bussy    <= 1'b1;
        counter_en <= 1'b0;
        column_en  <= 1'b1;
        DyOp1_en   <= 1'b0;
        DxOp1_en   <= 1'b0;
        save_Op0   <= 1'b0;
        DyOp2_en   <= 1'b0;
        datay_en   <= 1'b1;
        datax_en   <= 1'b0;
        FIFO_rd    <= 1'b0;
      end
      default : begin
        r_bussy    <= 1'b0;
        counter_en <= 1'b0;
        column_en  <= 1'b0;
        DyOp1_en   <= 1'b0;
        DxOp1_en   <= 1'b0;
        save_Op0   <= 1'b0;
        DyOp2_en   <= 1'b0;
        datay_en   <= 1'b0;
        datax_en   <= 1'b0;
        FIFO_rd    <= 1'b0;
      end
    endcase
  always @ (posedge i_clk) begin
    r_Valid <= Bank_valid[64];
  end
  assign o_data   = r_outx + r_outy;
  assign o_address = w_address + 12'b000001000000;
  assign o_valid  = r_Valid;
  assign o_bussy  = r_bussy;
  assign o_read   = counter_en;
endmodule  
module fifo (i_clk, i_wr, i_data, i_rd,  o_data );
  parameter WIDTH = 8;  
  parameter M_WIDTH  = 8;  
  input wire i_clk;
  input wire i_wr;
  input wire [(WIDTH-1):0] i_data;
  input wire i_rd;
  output reg [(WIDTH-1):0] o_data;
  reg o_full;
  reg o_empty;
  reg [(WIDTH-1):0] fifo_mem [0:(1<<M_WIDTH)-1];  
  wire w_wr = (i_wr && !o_full);  
  wire w_rd = i_rd &&!o_empty;    
  reg [M_WIDTH:0] wr_addr;  
  reg [M_WIDTH:0] rd_addr;
  initial rd_addr = 0;
  initial wr_addr = 0;
  always @ (posedge i_clk) begin
    if (w_wr)
        wr_addr <= wr_addr + 1;
    if (w_rd)
        rd_addr <= rd_addr + 1;
  end
  always @ (posedge i_clk) begin
    if (w_wr)
        fifo_mem[wr_addr[M_WIDTH-1:0]] <= i_data;
    if (w_rd)
        o_data <= fifo_mem[rd_addr[M_WIDTH-1:0]];
  end
  reg [M_WIDTH:0] o_fill;
  always @ (*)
    o_fill = wr_addr - rd_addr;
  always @ (*)
    o_empty = (o_fill == 0);
  always @ (*)
    o_full = (o_fill == {1'b1,{(M_WIDTH){1'b0}} });
endmodule  
```
`flow/run.sh`:
```
#!/bin/bash
# OpenROAD 26Q1-2900-gdf79404cd8, Yosys 0.63+post, stock flow scripts
make -C /OpenROAD-flow-scripts/flow DESIGN_CONFIG=/design/flow/config.mk WORK_HOME=/design/flow/orfs finish
```
==> flow_summary.yaml <==
# flow metrics
outcome:
  status: "finished, final reports clean"
clock_network:
  cts.sink_count: 6554
  cts_root_buf: "clkbuf_16"
  clk_path_buf_depth: 4
  cts_resized: 0
  clock.latency.late_pin_ns: 1.03
  postCtsSetupBuffers: 0
  cts_tree: "yes"
  cts_max_level: 6
  cts-buffers-inserted: 623
  clk_pin_slew_ns: 0.06
  hold_buffers: 0
synth:
  yosys.area.top_type_share_pct: 47.7
  ys_seq_elements: 6554
  yosys_area_um2: 178000
  netlist_area_um2: 178000
  yosysTopAreaCell: "dfxtp_1"
  yosysWarningCount: 2
  topCellsByArea: "dfxtp_1, edfxtp_1, mux4_2"
  ys_seq_share_pct: 87.0
  avgSynthCellArea_um2: 20.9
  synthFlopType: "dfxtp_1"
  synthArstFlopShare_pct: 0
  ys_cells: 8479
  synth_cell_type_count: 64
  edf_count: 2323
  syn_inst: 8479
final_layout:
  drive_above_1_share_pct: 19.9
  fin_area_um2: 208000
  final_core_util_pct: 47.1
  area_growth_pct: 17.2
  fill_cells: 35300
sta:
  rsz0062_at_grt: "no"
  tightest_slew_ns: 0.969
  finalClockPeriodUsage_pct: 23.3
  fin_hold_ws_ns: 0.271
  tns_ns: 0
  finalHoldViolations: 0
  relSlewSlack_pct: 34.7
  finalSetupViolations: 0
  fin_crit_ns: 31.03
  final-max-slew-violation-count: 0
  fmax_mhz: 32.2
  fin_skew_ns: 0.0629
critical_path:
  end_kind: "output port"
  timing_worst_setup_path_type: "flip-flop to output port"
  cp_data_arrival_time_ns: 4.41
  cp-start-kind: "flip-flop"
  cp.required_ns: 106.48
  crit_fanout: 3
place:
  gp_congestion: 0.894
  dpl.hpwl_mm: 162
  numPortBuffers: 113
  placed_area_um2: 187000
floorplanning:
  chipWidth_um: 668
  fp_util_pct: 40.2
  core_region_area_um2: 442000
  die-area_um2: 447000
  fp.dieH_um: 668
  placementRows: 244
  ios: 114
detailed_routing:
  drt_iter0_drc: 4096
  via_per_inst: 4.62
  wl_mm: 308
  wire_per_inst_um: 19.7
  antenna_left: 0
  first_pass_iters: 29
  drc: 0
  vias: 72100
grt:
  grt_overflow: 0
  grt_use_total_pct: 15.0
  grt_max_degree: 106
  antenna_found_initial: 4
  grt_pass1_wl_mm: 466
  grt_pass1_vias: 77500
power:
  peakVddDrop_v: 0.0000132
  p_leak_uw: 0.0757
  p_per_area_nw_per_um2: 19.4
flow_run:
  openroad.warnings: 28
  cap_violations: 0
min_path:
  hold_class: "flip-flop to flip-flop"
-- state kept, by name (all words and copies together) (netlist names), 7 cells and up --
name,cells
Bank_valid,65
Bank_x,2048
Bank_y,2048
counter,13
f0.fifo_mem,2048
f0.o_data,32
f0.rd_addr,7
f0.wr_addr,7
r_DxOp1,32
r_DyOp0,32
r_DyOp1,32
r_DyOp2,32
r_datax,32
r_datay,32
r_outx,32
r_outy,32
w_address,12
-- final timing paths --
| path | from | end | slack (ns) | cells after the start |
|---|---|---|---|---|
| worst min register to register | Bank_y[1131] | Bank_y[1163] | 0.27 | 0 |
| worst max-delay path | r_outx[0] | o_data[24] | 102.07 | 12 |
| worst max register to register | f0.rd_addr[0] | f0.o_data[4] | 127.57 | 8 |
| worst min-delay path | Bank_y[1131] | Bank_y[1163] | 0.27 | 0 |
-- critical path, cell delays in order, from the launching register on --
cell,delay (ns)
dfxtp_1,0.30
ha_1,0.22
inv_1,0.07
fa_1,0.21
nor2b_1,0.07
o31a_1,0.28
o21ai_1,0.44
nor2b_1,0.59
o31ai_1,0.24
a21oi_1,0.27
o21ai_0,0.14
xor2_1,0.14
clkdlybuf4s50_1,0.48
-- final cells by class --
type / instances / area [um2] / share of cell area [%]
diodes: 2 / 5.00 / 0.00240
clock inverters: 286 / 3350 / 1.61
multi-input cells: 1646 / 22400 / 10.8
repair buffers: 280 / 2420 / 1.16
well taps: 5904 / 7390 / 3.55
flip-flops and latches: 6554 / 154000 / 74.2
inverters: 79 / 304 / 0.146
clock buffers: 855 / 17800 / 8.56
-- report_power, final --
group	switching (uW)	internal [uW]	total [uW]	leakage (uW)
Clock	725	1040	1760	0.0104
Sequential	18.5	2140	2160	0.0562
Combinational	72.7	33.5	106	0.00913
Total	817	3220	4030	0.0757
-- synthesized netlist by cell type, drive strengths merged (4+ instances only) --
cell type  count
nand2b        13
and3          22
nand2         95
a211o          6
o31ai          8
o211ai        10
o21bai        12
clkbuf       107
o21a          19
buf           93
o21ai         60
mux2          33
xor2          55
nor2b         13
a31o           4
xnor2         80
a21oi         84
edfxtp      2323
inv           76
a21boi         4
a211oi         9
nor3          65
dfxtp       4231
or2            4
nand3         44
nand4         19
o31a           4
nor4          10
a31oi         16
and2           5
mux2i         33
nor2          69
ha           106
mux4         665
a21o          41
or3            5
nand3b         4
-- metrics by stage --
| stage | instances | total power, uW | worst slack [ns] |
|---|---|---|---|
| 6_report | 15600 | 4030 | 102.07 |
| 5_1_grt | 15600 | 4170 | 101.85 |
| 4_1_cts | 15600 | 4080 | 101.94 |
| 3_5_place_dp | 14500 | 2310 | 103.06 |
| 3_3_place_gp | 14500 | 2310 | 102.98 |
| 2_1_floorplan | 8479 | 2260 | 104.34 |
-- metal layers --
| metal | GRT usage (%) | vias to the layer above | wire (um) |
|---|---|---|---|
| met4 | 4.42 | 8 | 10600 |
| met3 | 11.1 | 693 | 48900 |
| met5 | 1.12 | - | 681 |
| met1 | 17.6 | 35000 | 108000 |
| met2 | 21.9 | 3891 | 140000 |
| li1 | - | 32500 | - |
-- cells by family (layout without fill, tap and decap cells) --
logic type	Yosys count	count (layout)	share of synthesized area, %
buf+inv	279	1500	0.654
mux	731	731	8.83
fa+ha+maj	109	109	0.781
other cells	0	2	0
xor+xnor	135	135	0.666
flops	6554	6554	87.0
compound gates	298	298	1.08
simple gates	373	373	1.02
-- layout by cell type (no fill, tap or decap), drive strengths merged, types with 55 or more instances in the layout --
cell type	count
buf	167
o21ai	60
clkinv	179
nor2	69
a21oi	84
nor3	65
xor2	55
ha	106
inv	116
nand2	95
mux4	665
edfxtp	2323
xnor2	80
clkbuf	855
dfxtp	4231
clkdlybuf4s50	113
Power figures rest on the tool's default switching activity, not on a simulated workload.
