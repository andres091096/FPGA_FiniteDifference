**flow/design.v**
```verilog
module diff2d(i_clk, i_reset, i_data, i_start, o_datax, o_datay, o_address, o_Dx_addr, o_DyValid, o_DxValid, o_bussy);
  parameter WIDTH = 32, ADD_W = 12;
  localparam l = 6;  
  input  wire                      i_clk;
  input  wire                      i_reset;
  input  wire signed [(WIDTH-1):0] i_data;
  input  wire                      i_start;
  output wire signed [(WIDTH-1):0] o_datax;
  output wire signed [(WIDTH-1):0] o_datay;
  output wire        [(ADD_W-1):0] o_address;
  output wire        [(ADD_W-1):0] o_Dx_addr;
  output wire                      o_DyValid;
  output wire                      o_DxValid;
  output wire                      o_bussy;
  reg  signed [(WIDTH-1):0] r_datax;
  reg  signed [(WIDTH-1):0] r_datay;
  reg  signed [(WIDTH-1):0] r_DyOp1;  
  reg  signed [(WIDTH-1):0] r_DyOp2;  
  reg  signed [(WIDTH-1):0] r_DyOp0;  
  wire signed [(WIDTH-1):0] r_OutFIFO;  
  reg         [ADD_W:0]     counter;
  reg         [(ADD_W-1):0] w_DxAddr;
  reg         [(l-1):0]     column_counter;
  reg         [(l-1):0]     fifo_counter;
  reg                       counter_en;
  reg                       column_en;
  reg                       r_DyValid;
  reg                       r_DxValid;
  reg                       DyOp1_en;
  reg                       DyOp2_en;
  reg                       datay_en;
  reg                       datax_en;
  wire                      FIFO_wr;
  reg                       FIFO_rd;
  reg                       save_Op0;  
  reg                       r_bussy;
  wire                      full_FIFO;
  wire signed [(WIDTH-1):0] w_op1;  
  initial counter        = 0;
  initial w_DxAddr       = 0;
  initial fifo_counter   = 0;
  initial column_counter = 0;
  always @ (posedge i_clk) begin
    if(DyOp1_en)
      r_DyOp1 <= i_data;
  end
  always @ (posedge i_clk) begin
    if(&column_counter|save_Op0)  
      r_DyOp0 <= r_DyOp1;
  end
  always @ (posedge i_clk) begin
    if(DyOp2_en)
      r_DyOp2 <= r_DyOp1;
  end
 assign FIFO_wr = DyOp2_en;
  fifo  #(.WIDTH(WIDTH), .M_WIDTH(l))
          f0(i_clk, FIFO_wr, r_DyOp1, FIFO_rd,  r_OutFIFO);
  assign w_op1 = (&column_counter) ? r_DyOp0 : r_DyOp1;  
  always @ (posedge i_clk) begin
    if(datay_en)
      r_datay <= w_op1-r_DyOp2;
  end
  always @ (posedge i_clk) begin
    if(datax_en)
      r_datax <= r_DyOp1-r_OutFIFO;
  end
  always @ (posedge i_clk) begin
    if (counter_en) begin
      counter <= counter+1;
    end
  end
  always @ (posedge i_clk) begin
    if (column_en) begin
      column_counter <= column_counter+1;
    end
  end
  always @ (posedge i_clk) begin
    if (DyOp1_en) begin
      fifo_counter <= fifo_counter+1;
    end
  end
  assign full_FIFO = &fifo_counter;  
  always @ (posedge i_clk) begin
    if (r_DxValid) begin
      w_DxAddr <= w_DxAddr+1;
    end
  end
  localparam IDLE  = 4'b0000;  
  localparam S1    = 4'b0001;  
  localparam S2    = 4'b0010;  
  localparam S3    = 4'b0011;  
  localparam S4    = 4'b0100;  
  localparam S5    = 4'b0101;  
  localparam S6    = 4'b0110;  
  localparam S7    = 4'b0111;  
  localparam S8    = 4'b1000;  
  localparam S9    = 4'b1001;  
  localparam S10   = 4'b1010;  
  localparam S11   = 4'b1011;  
  localparam S12   = 4'b1100;  
  reg [3:0] state = IDLE;
  always @(posedge i_clk)
    if (i_reset) begin
      state <= IDLE;
    end
    else
      case (state)
        IDLE : begin
          if (i_start)
            state <= S1;
          else
            state <= IDLE;
        end
        S1 : begin
            state <= S2;
        end
        S2 : begin
            state <= S3;
        end
        S3 : begin
          state <= S4;
        end
        S4 : begin
          if (full_FIFO)
            state <= S5;
          else
            state <= S4;
        end
        S5 : begin
          state <= S6;
        end
        S6 : begin
          state <= S7;
        end
        S7 : begin
          if (counter[ADD_W])
            state <= S8;
          else
            state <= S7;
        end
        S8 : begin
          state <= S9;
        end
        S9 : begin
          state <= S10;
        end
        S10 : begin
          if (&fifo_counter)
            state <= S11;
          else
            state <= S10;
        end
        S11 : begin
          state <= S12;
        end
        S12 : begin
          state <= IDLE;
        end
        default : begin   
          state <= IDLE;
        end
      endcase
  always @(*)
    case (state)
      IDLE : begin
        r_bussy    <= 1'b0;
        counter_en <= 1'b0;
        column_en  <= 1'b0;
        DyOp1_en   <= 1'b0;
        save_Op0   <= 1'b0;
        DyOp2_en   <= 1'b0;
        datay_en   <= 1'b0;
        datax_en   <= 1'b0;
        FIFO_rd    <= 1'b0;
      end
      S1 : begin
        r_bussy    <= 1'b1;
        counter_en <= 1'b1;
        column_en  <= 1'b0;
        DyOp1_en   <= 1'b0;
        save_Op0   <= 1'b0;
        DyOp2_en   <= 1'b0;
        datay_en   <= 1'b0;
        datax_en   <= 1'b0;
        FIFO_rd    <= 1'b0;
      end
      S2 : begin
        r_bussy    <= 1'b1;
        counter_en <= 1'b1;
        column_en  <= 1'b0;
        DyOp1_en   <= 1'b1;
        save_Op0   <= 1'b0;
        DyOp2_en   <= 1'b0;
        datay_en   <= 1'b0;
        datax_en   <= 1'b0;
        FIFO_rd    <= 1'b0;
      end
      S3 : begin
        r_bussy    <= 1'b1;
        counter_en <= 1'b1;
        column_en  <= 1'b0;
        DyOp1_en   <= 1'b1;
        save_Op0   <= 1'b1;
        DyOp2_en   <= 1'b1;
        datay_en   <= 1'b0;
        datax_en   <= 1'b0;
        FIFO_rd    <= 1'b0;
      end
      S4 : begin
        r_bussy    <= 1'b1;
        counter_en <= 1'b1;
        column_en  <= 1'b1;
        DyOp1_en   <= 1'b1;
        save_Op0   <= 1'b0;
        DyOp2_en   <= 1'b1;
        datay_en   <= 1'b1;
        datax_en   <= 1'b0;
        FIFO_rd    <= 1'b0;
      end
      S5 : begin
        r_bussy    <= 1'b1;
        counter_en <= 1'b1;
        column_en  <= 1'b1;
        DyOp1_en   <= 1'b1;
        save_Op0   <= 1'b0;
        DyOp2_en   <= 1'b1;
        datay_en   <= 1'b1;
        datax_en   <= 1'b0;
        FIFO_rd    <= 1'b1;
      end
      S6 : begin
        r_bussy    <= 1'b1;
        counter_en <= 1'b1;
        column_en  <= 1'b1;
        DyOp1_en   <= 1'b1;
        save_Op0   <= 1'b0;
        DyOp2_en   <= 1'b1;
        datay_en   <= 1'b1;
        datax_en   <= 1'b1;
        FIFO_rd    <= 1'b1;
      end
      S7 : begin
        r_bussy    <= 1'b1;
        counter_en <= 1'b1;
        column_en  <= 1'b1;
        DyOp1_en   <= 1'b1;
        save_Op0   <= 1'b0;
        DyOp2_en   <= 1'b1;
        datay_en   <= 1'b1;
        datax_en   <= 1'b1;
        FIFO_rd    <= 1'b1;
      end
      S8 : begin
        r_bussy    <= 1'b1;
        counter_en <= 1'b1;
        column_en  <= 1'b1;
        DyOp1_en   <= 1'b1;
        save_Op0   <= 1'b0;
        DyOp2_en   <= 1'b1;
        datay_en   <= 1'b1;
        datax_en   <= 1'b1;
        FIFO_rd    <= 1'b1;
      end
      S9 : begin
        r_bussy    <= 1'b1;
        counter_en <= 1'b1;
        column_en  <= 1'b1;
        DyOp1_en   <= 1'b1;
        save_Op0   <= 1'b0;
        DyOp2_en   <= 1'b0;
        datay_en   <= 1'b1;
        datax_en   <= 1'b1;
        FIFO_rd    <= 1'b1;
      end
      S10 : begin
        r_bussy    <= 1'b1;
        counter_en <= 1'b1;
        column_en  <= 1'b1;
        DyOp1_en   <= 1'b1;
        save_Op0   <= 1'b0;
        DyOp2_en   <= 1'b0;
        datay_en   <= 1'b0;
        datax_en   <= 1'b1;
        FIFO_rd    <= 1'b1;
      end
      S11 : begin
        r_bussy    <= 1'b1;
        counter_en <= 1'b0;
        column_en  <= 1'b0;
        DyOp1_en   <= 1'b0;
        save_Op0   <= 1'b0;
        DyOp2_en   <= 1'b0;
        datay_en   <= 1'b0;
        datax_en   <= 1'b1;
        FIFO_rd    <= 1'b1;
      end
      S12 : begin
        r_bussy    <= 1'b1;
        counter_en <= 1'b0;
        column_en  <= 1'b0;
        DyOp1_en   <= 1'b0;
        save_Op0   <= 1'b0;
        DyOp2_en   <= 1'b0;
        datay_en   <= 1'b0;
        datax_en   <= 1'b0;
        FIFO_rd    <= 1'b0;
      end
      default : begin
        r_bussy    <= 1'b0;
        counter_en <= 1'b0;
        column_en  <= 1'b0;
        DyOp1_en   <= 1'b0;
        save_Op0   <= 1'b0;
        DyOp2_en   <= 1'b0;
        datay_en   <= 1'b0;
        datax_en   <= 1'b0;
        FIFO_rd    <= 1'b0;
      end
    endcase
  always @ (posedge i_clk) begin
    r_DyValid <= datay_en;
    r_DxValid <= datax_en;
  end
  assign o_datax   = r_datax;
  assign o_datay   = r_datay;
  assign o_address = counter[(ADD_W-1):0];
  assign o_Dx_addr = w_DxAddr;
  assign o_DyValid = r_DyValid;
  assign o_DxValid = r_DxValid;
  assign o_bussy   = r_bussy;
endmodule  
module fifo (i_clk, i_wr, i_data, i_rd,  o_data );
  parameter WIDTH = 8;  
  parameter M_WIDTH  = 8;  
  input wire i_clk;
  input wire i_wr;
  input wire [(WIDTH-1):0] i_data;
  input wire i_rd;
  output reg [(WIDTH-1):0] o_data;
  reg o_full;
  reg o_empty;
  reg [(WIDTH-1):0] fifo_mem [0:(1<<M_WIDTH)-1];  
  wire w_wr = (i_wr && !o_full);  
  wire w_rd = i_rd &&!o_empty;    
  reg [M_WIDTH:0] wr_addr;  
  reg [M_WIDTH:0] rd_addr;
  initial rd_addr = 0;
  initial wr_addr = 0;
  always @ (posedge i_clk) begin
    if (w_wr)
        wr_addr <= wr_addr + 1;
    if (w_rd)
        rd_addr <= rd_addr + 1;
  end
  always @ (posedge i_clk) begin
    if (w_wr)
        fifo_mem[wr_addr[M_WIDTH-1:0]] <= i_data;
    if (w_rd)
        o_data <= fifo_mem[rd_addr[M_WIDTH-1:0]];
  end
  reg [M_WIDTH:0] o_fill;
  always @ (*)
    o_fill = wr_addr - rd_addr;
  always @ (*)
    o_empty = (o_fill == 0);
  always @ (*)
    o_full = (o_fill == {1'b1,{(M_WIDTH){1'b0}} });
endmodule  
```
**flow/run.sh**
```bash
#!/bin/bash
# OpenROAD 26Q1-2900-gdf79404cd8, Yosys 0.63+post, stock flow scripts
make -C /OpenROAD-flow-scripts/flow DESIGN_CONFIG=/design/flow/config.mk WORK_HOME=/design/flow/orfs finish
```
**flow/config.mk**
```make
export PLATFORM = sky130hd
export DESIGN_NAME = diff2d
export DESIGN_NICKNAME = diff2d
export VERILOG_FILES = /design/flow/design.v
export SDC_FILE = /design/flow/constraint.sdc
export NUM_CORES = 4
export LEC_CHECK = 1
export CORE_UTILIZATION = 50
```
**flow/constraint.sdc**
```tcl
current_design diff2d

set clk_period 176.5
set clk_io_pct 0.2

create_clock -name clk0 -period $clk_period [get_ports {i_clk}]

set non_clock_inputs [all_inputs -no_clocks]
set_input_delay [expr $clk_period * $clk_io_pct] -clock clk0 $non_clock_inputs
set_output_delay [expr $clk_period * $clk_io_pct] -clock clk0 [all_outputs]
```
==> results.json <==
{
  "crit_buf_inv": 1,
  "dr.pass1.iters": 6,
  "tightest_slew_ns": 1.00,
  "gr-total-overflow": 0,
  "port_buffers": 125,
  "avgViaCountPerCell": 6.12,
  "skew_ns": 0.0235,
  "most_common_cell": "edfxtp_1",
  "fp-utilization_pct": 50.6,
  "startpoint_type": "flop",
  "netlist_top_cells_count": "edfxtp_1 (2291), mux4_2 (465), mux2i_1 (268)",
  "min_from": "column_counter[5]$_DFFE_PP_",
  "postCtsHoldBufs": 0,
  "clock-sinks": 2297,
  "critPathArrivalTime_ns": 2.34,
  "cp_top_family": "flip-flops",
  "tns_ns": 0,
  "regToRegSetupSlack_ns": 169.75,
  "coreArea_sq_um": 179000,
  "grt_first_pass_wirelength_um": 338000,
  "clkTransAtPathRegs_ns": 0.06,
  "routed_wirelength_um": 236000,
  "min_path_type": "reg2reg",
  "fin_crit_ns": 37.64,
  "r2r-end": "f0.o_data[23]$_DFFE_PP_",
  "die_h_um": 428,
  "fmaxAchievable_mhz": 26.6,
  "synth_flops": 2297,
  "cts-resized-gates": 0,
  "hold_path_depth": 1,
  "top_area_cell": "edfxtp_1",
  "ff_type": "edfxtp_1",
  "antenna_found_initial": 18,
  "maxSlewHeadroom_pct": 32.8,
  "crit_path_start": "state[3]$_SDFF_PP0_",
  "powerDensity_nw_per_um2": 11.0,
  "synthDistinctLibCells": 67,
  "rows": 155,
  "yosysChipArea_sq_um": 90700,
  "yosysTopAreaCellShare_pct": 75.9,
  "hpwl_um": 133000,
  "r2r-start": "f0.rd_addr[0]$_DFFE_PP_",
  "clockBufferDepth": 3,
  "chipWidth_um": 428,
  "syn_area_sq_um": 90700,
  "critPathMaxFanout": 15,
  "fin_util_pct": 57.5,
  "wire_per_inst_um": 32.4,
  "setup_viol": 0,
  "syn_inst": 4403,
  "postSynthSeqShare_pct": 76.0,
  "grt_setup_unrepaired": "no",
  "first_iter_violations": 2813,
  "outcome": "finished clean",
  "vdd_drop_max_mv": 0.0100,
  "cts_tree": "yes",
  "p_leak_nw": 33.2,
  "max-cap-violations": 0,
  "numCtsBuffers": 226,
  "synth.avg_cell_area_sq_um": 20.6,
  "hold_end": "column_counter[5]$_DFFE_PP_",
  "edf_count": 2291,
  "r2r_cells": 10,
  "ioPinCount": 126,
  "place_congestion": 0.918,
  "area_growth_syn_to_layout_pct": 13.7,
  "cts_root_buf": "clkbuf_16",
  "grt_pass1_vias": 47700,
  "topCellsByArea": "edfxtp_1 (76%), mux4_2 (12%), mux2i_1 (3.0%)",
  "hold_viol": 0,
  "track_usage_pct": 29.5,
  "path_cells": "nor4_1 -> o21ba_2 -> clkdlybuf4s50_1",
  "async_reset_ff_share_pct": 0,
  "path_class": "reg2out",
  "crit_path_end_kind": "primary output",
  "die_area_sq_um": 183000,
  "drive_gt1_share_pct": 22.0,
  "insertion_delay_ns": 0.85,
  "cpPeakStageDelay_ns": 0.65,
  "vias": 44600,
  "grt_max_degree": 94,
  "synth-warning-count": 2,
  "finalMaxSlewViolations": 0,
  "fin_crit_sh_pct": 21.3,
  "remaining_drc_errors": 0,
  "antenna_left": 0,
  "ys_cells": 4403,
  "warning_count": 26,
  "cts_max_level": 4,
  "post_cts_buffers": 0,
  "cp.required_ns": 141.20,
  "cp_slowest_cell": "dfxtp_1"
}
-- worst max path at each step --
stage                     end  slack [ns]  cells past startpoint
final                 o_bussy      138.86                      3
after global routing  o_bussy      138.72                      3
after CTS             o_bussy      138.80                      3
-- layer usage --
metal	part of all wire [%]	wire length (um)	track usage, %
met1	32	75600	39.5
met4	3.1	7220	6.74
met5	0.12	284	0.807
met3	18	41700	22.6
met2	47	111000	41.3
-- flip-flops by register name, summed over array words and instances, names as in the netlist, 13 cells and up --
name and flops:
counter 13, f0.fifo_mem 2048, f0.o_data 32, r_DyOp0 32, r_DyOp1 32, r_DyOp2 32
r_datax 32, r_datay 32
-- report_power, final --
part / internal, mW / switching [mW]
clock network: 0.264 / 0.202
registers: 0.612 / 0.00239
logic: 0.0163 / 0.0395
-- metrics by stage --
| stage | cell area, sq um | power, mW | hold WS [ns] | std cells | setup WS (ns) |
|---|---|---|---|---|---|
| after global placement | 95900 | 0.681 | 0.561 | 6863 | 139.73 |
| after detailed placement | 95900 | 0.682 | 0.571 | 6863 | 139.72 |
| final | 103000 | 1.14 | 0.592 | 7286 | 138.86 |
| after global routing | 103000 | 1.17 | 0.593 | 7283 | 138.72 |
| after floorplan | 90700 | 0.655 | 0.532 | 4403 | 140.25 |
| after CTS | 103000 | 1.14 | 0.589 | 7283 | 138.80 |
-- cells in the final DEF, fill, tap and decap left out, types with 39 or more instances in the layout --
master           instances
ha_1                    74
a21oi_1                129
nand3_1                 39
nor2_1                 105
clkbuf_16              227
mux4_2                 465
edfxtp_1              2291
o221ai_1               115
buf_4                  200
nor2_4                  64
nand2_1                 60
clkinv_1                62
o21ai_0                 41
mux2i_1                268
clkdlybuf4s50_1        125
o22ai_1                 57
xnor2_1                 68
clkbuf_1                56
inv_1                   88
-- layout make-up --
type                       instances  area [sq um]
inverter                          92           354
clock buffer                     283          5890
multi-input combinational       1790         20900
timing repair buffer             329          2830
fill                           12900         76100
clock inverter                   137          1280
antenna                            3          7.51
sequential                      2297         68900
tap                             2355          2950
-- cell families (layout without fill, tap and decap cells) --
group | count (synthesis) | count (layout) | synth area share [%]
mux | 765 | 765 | 14.9
simple gates | 368 | 368 | 1.86
flops | 2297 | 2297 | 76.0
buf+inv | 316 | 841 | 1.56
fa+ha+maj | 76 | 76 | 1.07
xor+xnor | 101 | 101 | 0.976
other cells | 0 | 3 | 0
compound gates | 480 | 480 | 3.61
Power and IR drop assume default switching activity.
